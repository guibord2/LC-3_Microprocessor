===== flow/config.mk =====
export PLATFORM = sky130hd
export DESIGN_NAME = ripple_adder
export DESIGN_NICKNAME = ripple_adder
export VERILOG_FILES = /design/flow/design.v
export SDC_FILE = /design/flow/constraint.sdc
export NUM_CORES = 4
export LEC_CHECK = 1
export CORE_AREA = 10 10 72 72
export DIE_AREA = 0 0 82 82

===== flow/constraint.sdc =====
current_design ripple_adder

set clk_period 5.0
set clk_io_pct 0.2

create_clock -name clk0 -period $clk_period

set non_clock_inputs [all_inputs -no_clocks]
set_input_delay [expr $clk_period * $clk_io_pct] -clock clk0 $non_clock_inputs
set_output_delay [expr $clk_period * $clk_io_pct] -clock clk0 [all_outputs]

===== flow/design.v =====
package SLC3_2;
   parameter op_ADD = 4'b0001;  
   parameter op_AND = 4'b0101;
   parameter op_NOT = 4'b1001;
   parameter op_BR  = 4'b0000;
   parameter op_JMP = 4'b1100;
   parameter op_JSR = 4'b0100;
   parameter op_LDR = 4'b0110;
   parameter op_STR = 4'b0111;
   parameter op_PSE = 4'b1101;
   parameter NO_OP = 15'b0;    
   parameter R0 = 3'b000;       
   parameter R1 = 3'b001;
   parameter R2 = 3'b010;
   parameter R3 = 3'b011;
   parameter R4 = 3'b100;
   parameter R5 = 3'b101;
   parameter R6 = 3'b110;
   parameter R7 = 3'b111;
   parameter p   = 3'b001;      
   parameter z   = 3'b010;
   parameter zp  = 3'b011;
   parameter n   = 3'b100;
   parameter np  = 3'b101;
   parameter nz  = 3'b110;
   parameter nzp = 3'b111;
   parameter outHEX = -1;
   parameter inSW = -1;
   function [15:0] opCLR ( input [2:0] DR );
      opCLR[15:12] = op_AND;
      opCLR[11: 9] = DR;
      opCLR[ 8: 6] = DR;
      opCLR[ 5   ] = 1'b1;
      opCLR[ 4: 0] = 5'b0;
   endfunction
   function [15:0] opAND ( input [2:0] DR, SR1, SR2 );
      opAND[15:12] = op_AND;
      opAND[11: 9] = DR;
      opAND[ 8: 6] = SR1;
      opAND[ 5: 3] = 3'b0;
      opAND[ 2: 0] = SR2;
   endfunction
   function [15:0] opANDi ( input [2:0] DR, SR, integer imm5 );
      opANDi[15:12] = op_AND;
      opANDi[11: 9] = DR;
      opANDi[ 8: 6] = SR;
      opANDi[ 5   ] = 1'b1;
      opANDi[ 4: 0] = imm5[4:0];
   endfunction
   function [15:0] opADD ( input [2:0] DR, SR1, SR2 );
      opADD[15:12] = op_ADD;
      opADD[11: 9] = DR;
      opADD[ 8: 6] = SR1;
      opADD[ 5: 3] = 3'b0;
      opADD[ 2: 0] = SR2;
   endfunction
   function [15:0] opADDi ( input [2:0] DR, SR, integer imm5 );
      opADDi[15:12] = op_ADD;
      opADDi[11: 9] = DR;
      opADDi[ 8: 6] = SR;
      opADDi[ 5   ] = 1'b1;
      opADDi[ 4: 0] = imm5[4:0];
   endfunction
   function [15:0] opINC ( input [2:0] DR );
      opINC[15:12] = op_ADD;
      opINC[11: 9] = DR;
      opINC[ 8: 6] = DR;
      opINC[ 5   ] = 1'b1;
      opINC[ 4: 0] = 1;
   endfunction
   function [15:0] opDEC ( input [2:0] DR );
      opDEC[15:12] = op_ADD;
      opDEC[11: 9] = DR;
      opDEC[ 8: 6] = DR;
      opDEC[ 5   ] = 1'b1;
      opDEC[ 4: 0] = -1;
   endfunction
   function [15:0] opNOT ( input [2:0] DR, SR );
      opNOT[15:12] = op_NOT;
      opNOT[11: 9] = DR;
      opNOT[ 8: 6] = SR;
      opNOT[ 5: 0] = 5'b1;
   endfunction
   function [15:0] opBR ( input [2:0] condition, integer PCoffset9 );
      opBR[15:12] = op_BR;
      opBR[11: 9] = condition;
      opBR[ 8: 0] = PCoffset9[8:0];
   endfunction
   function [15:0] opJMP ( input [2:0] BaseR );
      opJMP[15:12] = op_JMP;
      opJMP[11: 9] = 3'b0;
      opJMP[ 8: 6] = BaseR;
      opJMP[ 5: 0] = 6'b0;
   endfunction
   function [15:0] opRET ( );
      opRET[15:12] = op_JMP;
      opRET[11: 9] = 3'b0;
      opRET[ 8: 6] = R7;
      opRET[ 5: 0] = 6'b0;
   endfunction
   function [15:0] opJSR ( input integer PCoffset11 );
      opJSR[15:12] = op_JSR;
      opJSR[11   ] = 1'b1;
      opJSR[10: 0] = PCoffset11[10:0];
   endfunction
   function [15:0] opLDR ( input [2:0] DR, BaseR, integer offset6 );
      opLDR[15:12] = op_LDR;
      opLDR[11: 9] = DR;
      opLDR[ 8: 6] = BaseR;
      opLDR[ 5: 0] = offset6[5:0];
   endfunction
   function [15:0] opSTR ( input [2:0] SR, BaseR, integer offset6 );
      opSTR[15:12] = op_STR;
      opSTR[11: 9] = SR;
      opSTR[ 8: 6] = BaseR;
      opSTR[ 5: 0] = offset6[5:0];
   endfunction
   function [15:0] opPSE ( input [11:0] ledVect12 );
      opPSE[15:12] = op_PSE;
      opPSE[11: 0] = ledVect12;
   endfunction
endpackage
module ripple_adder
(
	input  [15:0] A, B,
	input         cin,
	output [15:0] S,
	output        cout
);
	  logic c0, c1, c2;
	  four_bit_ra FRA0(.x(A[3:0  ]), .y(B[3:0  ]), .cin(0 ), .s(S[3:0  ]), .cout(c0  ));
	  four_bit_ra FRA1(.x(A[7:4  ]), .y(B[7:4  ]), .cin(c0), .s(S[7:4  ]), .cout(c1  ));
	  four_bit_ra FRA2(.x(A[11:8 ]), .y(B[11:8 ]), .cin(c1), .s(S[11:8 ]), .cout(c2  ));
	  four_bit_ra FRA3(.x(A[15:12]), .y(B[15:12]), .cin(c2), .s(S[15:12]), .cout(cout));
endmodule
module four_bit_ra(
						input [3:0] x,
						input [3:0] y,
						input cin,
						output logic [3:0] s,
						output logic cout
						);
						logic c0, c1, c2;
full_adder fa0(.x(x[0]), .y(y[0]), .cin(cin), .s(s[0]), .cout(c0  ));
full_adder fa1(.x(x[1]), .y(y[1]), .cin(c0 ), .s(s[1]), .cout(c1  ));
full_adder fa2(.x(x[2]), .y(y[2]), .cin(c1 ), .s(s[2]), .cout(c2  ));
full_adder fa3(.x(x[3]), .y(y[3]), .cin(c2 ), .s(s[3]), .cout(cout));
endmodule
module full_adder(
						input x,
						input y,
						input cin,
						output logic s,
						output logic cout
						);
	assign s = x ^ y ^ cin;
	assign cout = (x&y) | (y&cin) | (cin&x);
endmodule

===== flow/run.sh =====
#!/bin/bash
# OpenROAD 26Q1-2900-gdf79404cd8, Yosys 0.63+post, stock flow scripts
make -C /OpenROAD-flow-scripts/flow DESIGN_CONFIG=/design/flow/config.mk WORK_HOME=/design/flow/orfs finish

==> flow_summary.yaml <==
# synthesis and place-and-route metrics
outcome:
  run_status: "finished with violations"
  violations: "setup timing"
detailed_routing:
  drtIter0Drc: 0
  drc: 0
  wl_per_cell_um: 12.9
  vias: 371
  routed_wl_mm: 1.52
  via_per_inst: 3.14
  route.antenna.remaining_nets: 0
  antennaDiodeCount: 0
  firstDrtPassIters: 1
floorplanning:
  fp_util_pct: 12.2
  io-pin-count: 50
  fp.dieH_um: 82
  core_um2: 3690
  die_w_um: 82
  dieArea_um2: 6720
  rows: 22
critical_path:
  crit_path_frequent_cell: "fa_2"
  slowest_stage: "fa_2"
  worstPathMaxFanout: 1
  critical_path_class: "in2out"
  crit_chain: "buf_6, ha_4, fa_2, fa_2, fa_2, fa_2, fa_2, fa_2, fa_2, fa_2, fa_2, fa_2, fa_2, fa_2, fa_2, fa_2, inv_2, fa_2, inv_1, buf_2"
  start_kind: "primary input"
  worstPathRequired_ps: 4000
  arrival_ps: 6660
  max_stage_delay_ps: 410
  crit_path_end_kind: "primary output"
layout:
  final_cells: 118
  nClkBuffers: 0
  flop_area_um2: 0
  synthToLayoutAreaGrowth_pct: 94.5
  flops: 0
  drive_above_1_share_pct: 42.9
  stdcell_area_um2: 878
placement:
  dpl.hpwl_mm: 1.53
  placed_cells: 118
  io_buffers: 49
  dpl_cell_area_um2: 932
  place.gp.congestion: 0.865
power:
  irDropWorstVdd_v: 0.0000341
  p_leak_nw: 0.330
  p_per_area_nw_per_um2: 101
final_timing:
  tightestPinTransition_ps: 117
  setup_viol: 9
  hold_viol: 0
  rsz0062_at_grt: "true"
  maxSlewHeadroom_pct: 92.2
  drv_slew: 0
  max_freq_mhz: 131
  period_needed_ps: 7660
  finalCritPeriodShare_pct: 153
  worst_slack_ps: -2660
logic_synthesis:
  yosys-top-cells-area: "fa_1 66%, buf_4 27%, inv_1 4.2%"
  postSynthAreaPerCell_um2: 12.2
  yosys_warnings: 1
  ys_seq_share_pct: 0
  yosysTopAreaCell: "fa_1"
  common_cells: "16 x buf_4, 15 x fa_1, 5 x inv_1"
  syn_area_um2: 452
  synth_cell_type_count: 4
  synthDominantCellAreaShare_pct: 66.5
  yosysCellCount: 37
  yosys_area_um2: 452
  most_common_cell: "buf_4"
  synth_cells: 37
flow_run:
  drv_cap: 0
  tool_warnings: 36
global_routing:
  grt_pass1_wl_mm: 2.18
  grt_overflow_total: 0
  antenna_found_initial: 0
  grt_max_degree: 2
  grt_usage_pct: 4.21
  grt_pass1_vias: 433
hold_path:
  min_path_type: "in2out"
clocking:
  holdBufCountCts: 0
[cell families (layout without fill, tap and decap cells)]
kind of cell / Yosys count / after routing / share of synthesized area [%]
buf+inv: 21 / 54 / 30.7
fa+ha+maj: 16 / 16 / 69.3
[layout by cell type, fill, tap and decap left out, drive strengths merged]
| master | n |
|---|---|
| dlygate4sd2 | 1 |
| buf | 12 |
| ha | 1 |
| fa | 15 |
| clkdlybuf4s15 | 1 |
| clkdlybuf4s50 | 34 |
| inv | 5 |
| clkbuf | 1 |
[power by group]
group	internal (mW)	total, mW	switching [mW]	leakage (nW)
Clock	0	0	0	0
Sequential	0	0	0	0
Combinational	0.0617	0.0886	0.0269	0.330
Total	0.0617	0.0886	0.0269	0.330
[final cells by class]
type	count	area, µm²
Fill cell	397	2810
Timing Repair Buffer	49	437
Multi-Input combinational cell	16	363
Tap cell	48	60.1
Inverter	5	18.8
[per-stage QoR]
stage | hold WS, ps | setup TNS, ps | power [mW] | utilization [%] | setup WS, ps
after floorplan | 2170 | -12410 | 0.0529 | - | -2470
after global placement | 3060 | -21940 | 0.110 | 25.3 | -3430
after detailed placement | 3070 | -22070 | 0.110 | 25.3 | -3440
after CTS | 2640 | -17960 | 0.0946 | 23.9 | -3170
after global routing | 2670 | -15170 | 0.103 | 23.8 | -2820
final | 2640 | -14050 | 0.0886 | 23.8 | -2660
[worst paths after layout]
kind | startpoint | to | slack (ps) | cells past startpoint
max | B[0] | S[15] | -2660 | 20
min | A[0] | S[0] | 2640 | 3
[metal layers]
metal / vias up / wire length (µm) / track usage, %
li1: 157 / - / -
met1: 167 / 598 / 5.02
met2: 47 / 503 / 5.72
met3: 0 / 415 / 4.07
met4: 0 / 0 / 0
met5: - / 0 / 0
[what timing repair did]
action,4_1_cts,5_1_grt
pin swaps,16,15
buffers inserted,0,0
endpoints found under the setup margin,11,10
resized,43,3
[worst max-delay path, delay by kind of cell]
family     cells  cell delay (ps)
fa+ha+maj     16             5330
buf+inv        4              300
Power is estimated from default activity; no workload was simulated.
